File: ./design.v
`timescale 1ns / 1ps
module Core(
	input 					clk,
	input 	  [15:0] 	mem_to_core_data,
	output reg [23:0] 	core_to_mem_addr,
	output reg [15:0] 	core_to_mem_data,
	output reg				core_to_mem_write_enable
    );
	 parameter ADD 		= 5'b00000;
	 parameter SUB 		= 5'b00001;
	 parameter ADDI 		= 5'b00010;
	 parameter SHLLI 		= 5'b00011;
	 parameter SHRLI 		= 5'b00100;
	 parameter JUMP 		= 5'b00101;
	 parameter JUMPLI 	= 5'b00110;
	 parameter JUMPL 		= 5'b00111;
	 parameter JUMPG 		= 5'b01000;
	 parameter JUMPE 		= 5'b01001;
	 parameter JUMPNE 	= 5'b01010;
	 parameter CMP 		= 5'b01011;
	 parameter RET 		= 5'b01100;
	 parameter LOAD 		= 5'b01101;
	 parameter LOADI 		= 5'b01110;
	 parameter STORE 		= 5'b01111;
	 parameter MOV 		= 5'b10000;
	 parameter FETCH 	 	= 3'b000;
	 parameter DECODE  	= 3'b001;
	 parameter EXECUTE 	= 3'b010;
	 parameter LOAD1 	 	= 3'b011;
	 parameter LOAD2 	 	= 3'b100;
	 parameter STORE1  	= 3'b101;
	 wire [23:0] read_data_1;
	 wire [23:0] read_data_2;
	 reg [4:0] read_index_1;  
	 reg [4:0] read_index_2;  
	 reg [4:0] write_index;  
	 reg write_enable;  
	 reg [23:0] write_data;  
	 RegisterFile _RegisterFile(.clk				(clk), 
										 .read_data_1	(read_data_1), 
										 .read_data_2	(read_data_2), 
										 .read_index_1	(read_index_1), 
										 .read_index_2	(read_index_2), 
										 .write_index	(write_index), 
										 .write_enable	(write_enable), 
										 .write_data	(write_data));
	 reg [14:0] program_counter;
	 reg [23:0] program_return_link;
	 reg status_ZF;
	 reg status_OF;
	 reg [3:0] core_state;
	 initial program_counter = 15'd16384 ;	 
	 initial status_ZF = 0;
	 initial status_OF = 0;
	 initial core_state = 3'b0;
	 reg [4:0] dest_reg_index;
	 reg [10:0] immediateL;
	 reg [5:0] immediateS;
	 reg [23:0] data_from_reg_1;
	 reg [23:0] data_from_reg_2;
	 reg [4:0] opcode;	 
	 initial opcode = 0;
	 reg next_status_ZF;
	 reg next_status_OF;
	 reg [14:0] next_program_counter;
	 initial next_program_counter = 14'b0;
	 reg [3:0]	next_state;		 
	 always@(*) begin
		core_to_mem_write_enable = 1'b0;
		core_to_mem_addr = 16'b0;
		next_state = 4'b0;
		write_data = 24'b0;
		write_enable = 0;
		next_program_counter = program_counter + 1'b1;
		read_index_1 = 5'b0;
		read_index_2 = 5'b0;
		write_index = 5'b0;
		core_to_mem_data = 16'b0;
		next_status_ZF = 0;
		case(core_state)
			FETCH:	begin
							core_to_mem_addr = program_counter;
						end
			DECODE:	begin
							read_index_1 = mem_to_core_data[4:0];
							read_index_2 = mem_to_core_data[9:5];
							if (mem_to_core_data[15:11] == LOAD)
								next_state = LOAD1;
							else if (mem_to_core_data[15:11] == STORE)
								next_state = STORE1;
							else
								next_state = EXECUTE;
						end
			EXECUTE:	begin
							case(opcode)
								ADD:		begin
												write_data = data_from_reg_1 + data_from_reg_2;
												write_enable = 1;
											end
								SUB:		begin
												write_data = data_from_reg_1 - data_from_reg_2;
												write_enable = 1;
											end
								ADDI:		begin
												write_data = data_from_reg_1 + immediateS;
												write_enable = 1;
											end
								SHLLI:	begin
												write_data = data_from_reg_1 << immediateS;
												write_enable = 1;
											end
								SHRLI:	begin
												write_data = data_from_reg_1 >> immediateS;
												write_enable = 1;
											end
								JUMP:		begin
												next_program_counter = immediateL;
											end
								JUMPLI:	begin
											end
								JUMPL:	begin
											end
								JUMPG:	begin
											end
								JUMPE:	begin
												if(status_ZF == 1)
													next_program_counter = immediateL;
											end
								JUMPNE:	begin
												if(status_ZF == 0)
													next_program_counter = immediateL;
											end
								CMP:		begin
												next_status_ZF = !(|(data_from_reg_1- data_from_reg_2));	 
												next_status_OF = (data_from_reg_1[15] == data_from_reg_2[15]);  
											end
								RET:		begin
											end
								MOV:		begin
													write_data = data_from_reg_2;
													write_index = dest_reg_index;
													write_enable = 1;
											end
								LOADI:	begin
												write_data = immediateS;
												write_enable = 1;
											end
							endcase
						end
			LOAD1:	begin
							core_to_mem_addr = data_from_reg_2;  
						end
			LOAD2:	begin
							write_data = mem_to_core_data;
							write_index = dest_reg_index;
							write_enable = 1;
						end
			STORE1:	begin
							core_to_mem_addr = data_from_reg_1;
							core_to_mem_data = data_from_reg_2[15:0];
							core_to_mem_write_enable = 1;
						end
			default:	begin
						end
		endcase
	 end
	 always@(posedge clk)
	 begin
		case(core_state)
			FETCH:	begin
							core_state <= DECODE;
						end
			DECODE:	begin
							opcode <= mem_to_core_data[15:11];
							core_state <= next_state;
							dest_reg_index <= mem_to_core_data[4:0];
							immediateL <= mem_to_core_data[10:0];
							immediateS <= mem_to_core_data[10:5];
							data_from_reg_1 <= read_data_1;
							data_from_reg_2 <= read_data_2;
						end
			EXECUTE:	begin
							core_state <= FETCH;
							program_counter <= next_program_counter;
							status_ZF <= next_status_ZF;
						end
			LOAD1:	begin
							core_state <= LOAD2;
						end
			LOAD2:	begin							
							core_state <= FETCH;
							program_counter <= next_program_counter;
						end
			STORE1:	begin
							core_state <= FETCH;
							program_counter <= next_program_counter;
						end
			endcase
	 end
endmodule
`timescale 1ns / 1ps
module RegisterFile(
	input clk,
	input [4:0] read_index_1,
	input [4:0] read_index_2,
	input [4:0] write_index,
	input [23:0] write_data,
	input write_enable,
	output reg [23:0] read_data_1,
	output reg [23:0] read_data_2
    );
	reg [15:0] r0;
	reg [15:0] r1;
	reg [15:0] r2;
	reg [15:0] r3;
	reg [15:0] r4;
	reg [15:0] r5;
	reg [15:0] r6;
	reg [15:0] r7;
	reg [15:0] r8;
	reg [15:0] r9;
	reg [15:0] r10;
	reg [15:0] r11;
	reg [15:0] r12;
	reg [15:0] r13;
	reg [15:0] r14;
	reg [15:0] r15;
	reg [15:0] r16;
	reg [15:0] r17;
	reg [15:0] r18;
	reg [15:0] r19;
	reg [15:0] r20;
	reg [15:0] r21;
	reg [15:0] r22;
	reg [15:0] r23;
	reg [15:0] r24;
	reg [15:0] r25;
	reg [15:0] r26;
	reg [15:0] r27;
	reg [23:0] lr0;
	reg [23:0] lr1;
	reg [23:0] lr2;
	reg [23:0] lr3;
	always@*
	begin
	  case(read_index_1)
		 0 : read_data_1 = {8'b0, r0};
		 1 : read_data_1 = {8'b0, r1};
		 2 : read_data_1 = {8'b0, r2};
		 3 : read_data_1 = {8'b0, r3};
		 4 : read_data_1 = {8'b0, r4};
		 5 : read_data_1 = {8'b0, r5};
		 6 : read_data_1 = {8'b0, r6};
		 7 : read_data_1 = {8'b0, r7};
		 8 : read_data_1 = {8'b0, r8};
		 9 : read_data_1 = {8'b0, r9};
		 10 :  read_data_1 = {8'b0, r10};
		 11 :  read_data_1 = {8'b0, r11};
		 12 :  read_data_1 = {8'b0, r12};
		 13 :  read_data_1 = {8'b0, r13};
		 14 :  read_data_1 = {8'b0, r14};
		 15 :  read_data_1 = {8'b0, r15};
		 16 :  read_data_1 = {8'b0, r16};
		 17 :  read_data_1 = {8'b0, r17};
		 18 :  read_data_1 = {8'b0, r18};
		 19 :  read_data_1 = {8'b0, r19};
		 20 :  read_data_1 = {8'b0, r20};
		 21 :  read_data_1 = {8'b0, r21};
		 22 :  read_data_1 = {8'b0, r22};
		 23 :  read_data_1 = {8'b0, r23};
		 24 :  read_data_1 = {8'b0, r24};
		 25 :  read_data_1 = {8'b0, r25};
		 26 :  read_data_1 = {8'b0, r26};
		 27 :  read_data_1 = {8'b0, r27};
		 28 :  read_data_1 = lr0;
		 29 :  read_data_1 = lr1;
		 30 :  read_data_1 = lr2;
		 31 :  read_data_1 = lr3;
	  endcase
	  case(read_index_2)
		 0 : read_data_2 = {8'b0, r0};
		 1 : read_data_2 = {8'b0, r1};
		 2 : read_data_2 = {8'b0, r2};
		 3 : read_data_2 = {8'b0, r3};
		 4 : read_data_2 = {8'b0, r4};
		 5 : read_data_2 = {8'b0, r5};
		 6 : read_data_2 = {8'b0, r6};
		 7 : read_data_2 = {8'b0, r7};
		 8 : read_data_2 = {8'b0, r8};
		 9 : read_data_2 = {8'b0, r9};
		 10 :  read_data_2 = {8'b0, r10};
		 11 :  read_data_2 = {8'b0, r11};
		 12 :  read_data_2 = {8'b0, r12};
		 13 :  read_data_2 = {8'b0, r13};
		 14 :  read_data_2 = {8'b0, r14};
		 15 :  read_data_2 = {8'b0, r15};
		 16 :  read_data_2 = {8'b0, r16};
		 17 :  read_data_2 = {8'b0, r17};
		 18 :  read_data_2 = {8'b0, r18};
		 19 :  read_data_2 = {8'b0, r19};
		 20 :  read_data_2 = {8'b0, r20};
		 21 :  read_data_2 = {8'b0, r21};
		 22 :  read_data_2 = {8'b0, r22};
		 23 :  read_data_2 = {8'b0, r23};
		 24 :  read_data_2 = {8'b0, r24};
		 25 :  read_data_2 = {8'b0, r25};
		 26 :  read_data_2 = {8'b0, r26};
		 27 :  read_data_2 = {8'b0, r27};
		 28 :  read_data_2 = lr0;
		 29 :  read_data_2 = lr1;
		 30 :  read_data_2 = lr2;
		 31 :  read_data_2 = lr3;
	  endcase
	end
	always@(posedge clk)
	begin
	  if(write_enable)
	  begin
		 case(write_index)
			0 : r0 <= write_data[15:0];
			1 : r1 <= write_data[15:0];
			2 : r2 <= write_data[15:0];
			3 : r3 <= write_data[15:0];
			4 : r4 <= write_data[15:0];
			5 : r5 <= write_data[15:0];
			6 : r6 <= write_data[15:0];
			7 : r7 <= write_data[15:0];
			8 : r8 <= write_data[15:0];
			9 : r9 <= write_data[15:0];
			10 :  r10 <= write_data[15:0];
			11 :  r11 <= write_data[15:0];
			12 :  r12 <= write_data[15:0];
			13 :  r13 <= write_data[15:0];
			14 :  r14 <= write_data[15:0];
			15 :  r15 <= write_data[15:0];
			16 :  r16 <= write_data[15:0];
			17 :  r17 <= write_data[15:0];
			18 :  r18 <= write_data[15:0];
			19 :  r19 <= write_data[15:0];
			20 :  r20 <= write_data[15:0];
			21 :  r21 <= write_data[15:0];
			22 :  r22 <= write_data[15:0];
			23 :  r23 <= write_data[15:0];
			24 :  r24 <= write_data[15:0];
			25 :  r25 <= write_data[15:0];
			26 :  r26 <= write_data[15:0];
			27 :  r27 <= write_data[15:0];
			28 :  lr0 <= write_data;
			29 :  lr1 <= write_data;
			30 :  lr2 <= write_data;
			31 :  lr3 <= write_data;
		 endcase
	  end
	end
endmodule
File: ./constraint.sdc
current_design Core

set clk_period 11.4
set clk_io_pct 0.2

create_clock -name clk0 -period $clk_period [get_ports {clk}]

set non_clock_inputs [all_inputs -no_clocks]
set_input_delay [expr $clk_period * $clk_io_pct] -clock clk0 $non_clock_inputs
set_output_delay [expr $clk_period * $clk_io_pct] -clock clk0 [all_outputs]
File: ./run.sh
#!/bin/bash
# OpenROAD 26Q1-2900-gdf79404cd8, Yosys 0.63+post, stock flow scripts
make -C /OpenROAD-flow-scripts/flow DESIGN_CONFIG=/design/flow/config.mk WORK_HOME=/design/flow/orfs finish
File: ./config.mk
export PLATFORM = sky130hd
export DESIGN_NAME = Core
export DESIGN_NICKNAME = Core
export VERILOG_FILES = /design/flow/design.v
export SDC_FILE = /design/flow/constraint.sdc
export NUM_CORES = 4
export LEC_CHECK = 1
export CORE_UTILIZATION = 50
==> results_dict.tcl <==
# flow metrics
set metrics [dict create \
    die_height_um 255 \
    core_mm2 0.0632 \
    post_synth_num_cell_types 80 \
    p_seq_frac 0.356 \
    grt_pass1_wl_um 222000 \
    p_int_uw 5460 \
    fin_tns_setup_ns 0 \
    drive_above_1_share 0.142 \
    area_growth_pct 14.3 \
    period_needed_ns 6.00 \
    cts_tree "built" \
    drt-pass1-iter-count 13 \
    cts.sinks 627 \
    area_leaders "edfxtp_1, a22oi_1, a221oi_1, a22o_1, nor2_1" \
    rsz0062_at_grt "no" \
    dieArea_mm2 0.0651 \
    fin_crit_sh 0.526 \
    drv_slew 0 \
    yosysWarnings 2 \
    pwr-share-clk 0.248 \
    clock_path_buffers 3 \
    ant_nets 0 \
    critPathCaptureType "flop" \
    holdBufCountCts 0 \
    flop_cell "edfxtp_1" \
    wire_per_inst_um 44.8 \
    drt_iter0_markers 3783 \
    clock.fmax_ghz 0.167 \
    seq_area_mm2 0.0188 \
    peakVddDrop_mv 0.170 \
    yosysCellCount 2627 \
    fp_util 0.507 \
    clk_pin_slew_ns 0.07 \
    maxSlewHeadroom 0.0365 \
    cellPowerDensity_mw_per_mm2 253 \
    arrival_ns 6.34 \
    dr_total_vias 28500 \
    dp_hpwl_um 106000 \
    gp_congestion 1.11 \
    postSynthRegisterBits 627 \
    syn_area_mm2 0.0320 \
    critPathMaxFanout 12 \
    syn_area_per_cell_um2 12.2 \
    status "completed" \
    grt_max_degree 73 \
    gr-usage-all-layers 0.558 \
    setup_violations 0 \
    edf_count 627 \
    p_comb_frac 0.396 \
    cp-start-kind "input pin" \
    cts-buffers-inserted 68 \
    clockRootBuffer "clkbuf_16" \
    pin_count 58 \
    warning_count 27 \
    routed_wl_um 164000 \
    switching_share 0.411 \
    syn_inst 2627 \
    async_reset_ff_frac 0 \
    yosys.stat.seqShare 0.588 \
    area.combinational_mm2 0.0125 \
    avgViaCountPerCell 7.79 \
    dp_slack_ns 5.45 \
    hold_path_class "flop to flop" \
    p_leak_uw 0.0121 \
    overflow 0 \
    skew_ns 0.0311 \
    dp_cells 3526 \
    ys_area_mm2 0.0320 \
    first_global_vias 29100 \
    fillerInstances 4926 \
    rows 92 \
    setup_ws_ns 5.40 \
    die_w_um 255 \
    port_buffers 57 \
    clock_tree.htree_level_count 3 \
    antenna_found_initial 7 \
    final-hold-violation-count 0 \
    top_area_frac 0.588 \
    switchingPower_uw 3810 \
    fin_util 0.580 \
    crit_required_ns 11.74 \
    crit_type "input pin to flop" \
    drcViolationCount 0 \
    yosysTopAreaCell "edfxtp_1" \
    postCtsResizedCells 0 \
    worst_pin_slew_ns 1.45 \
    cts_setup_buffers 0 \
    clock_latency_ns 0.64 \
    maxCapViolCount 0 \
    final_cell_count_no_fill 3662 \
]
[critical path, cell delays in order]
cell and delay [ns]:
clkdlybuf4s50_1 0.80, nor2_1 0.14, nor2_2 0.69, nor2_1 0.41, buf_4 0.37, a222oi_1 0.87, o21ai_0 0.35, nor3_1 0.25
nand4_1 0.14
[cell families after synthesis]
kind of cell             Yosys count  synth area share
AND-OR/OR-AND                    963             0.221
AND/OR/NAND/NOR                  651            0.0987
flip-flops                       627             0.588
buffers and inverters            206            0.0295
multiplexers                      76            0.0280
XOR/XNOR                          53            0.0145
adder cells (fa/ha/maj)           51            0.0204
[cell type report]
class                           count  share of cell area
Sequential cell                   627               0.514
Timing Repair Buffer              222              0.0494
Clock buffer                       75              0.0472
Tap cell                          846              0.0289
Antenna cell                       11            0.000752
Multi-Input combinational cell   1794               0.341
Inverter                           37             0.00383
Clock inverter                     50              0.0153
[power groups by stage]
stage | registers [µW] | clock network (µW) | logic, µW
4_1_cts | 3250 | 2290 | 3480
5_1_grt | 3290 | 2370 | 3860
6_report | 3300 | 2300 | 3680
[state kept, by name, summed over array words and instances (netlist names), 24 cells and up]
signal and flops:
_RegisterFile.lr0 24, _RegisterFile.lr1 24, _RegisterFile.lr2 24, _RegisterFile.lr3 24, data_from_reg_1 24, data_from_reg_2 24
[cell usage after synthesis (5+ instances only)]
master       n
a211o_1      6
a211oi_1     9
a21o_1      22
a21oi_1    131
a221o_1      6
a221oi_1   135
a222oi_1    44
a22o_1     122
a22oi_1    276
a31oi_1     12
and2_1      10
and3_1       9
buf_1       10
buf_2       46
buf_6        6
clkbuf_1    99
edfxtp_1   627
ha_1        49
inv_1       34
mux2_2      19
mux2i_1     48
mux4_2       9
nand2_1    137
nand2b_1    29
nand3_1     62
nand3b_1     7
nand4_1     56
nor2_1     200
nor2_2      14
nor2b_1     15
nor3_1      50
nor4_1      10
o2111ai_1    5
o211ai_1    17
o21a_1       8
o21ai_0    118
o22ai_1     18
or2_2        8
or3_1       13
or4_1        9
xnor2_1     33
xor2_1      20
[path summary, 6_finish.rpt]
check / from / endpoint / slack, ns / depth (start not counted)
setup / recovery: mem_to_core_data[8] / data_from_reg_2[1]$_DFFE_PP_ / 5.40 / 9
hold / removal: _RegisterFile.lr1[23]$_DFFE_PP_ / data_from_reg_1[23]$_DFFE_PP_ / 0.56 / 2
setup reg to reg: core_state[2]$_DFFE_PP_ / data_from_reg_2[12]$_DFFE_PP_ / 5.76 / 12
hold reg to reg: _RegisterFile.lr1[23]$_DFFE_PP_ / data_from_reg_1[23]$_DFFE_PP_ / 0.56 / 2
[metal layers]
layer | track usage | vias to the layer above | wire [µm]
li1 | - | 11000 | -
met1 | 0.573 | 13300 | 47000
met2 | 0.719 | 3111 | 66900
met3 | 0.447 | 974 | 31300
met4 | 0.430 | 56 | 17400
met5 | 0.236 | - | 1590
[per-stage QoR]
stage               power [µW]  cell area, µm²  hold WS, ns
finish                    9280           36600        0.558
global route              9520           36600        0.577
CTS                       9020           36600        0.565
detailed placement        6760           34300        0.552
global placement          6720           34300        0.538
floorplan                 5340           32000        0.534
[cell usage in the layout, fill, tap and decap left out, types with 52 or more instances in the layout]
cell and count:
edfxtp_1 627, a22oi_1 276, buf_4 165, nor2_1 157, nand2_1 137, a221oi_1 135, a21oi_1 129, a22o_1 122
o21ai_0 112, clkbuf_16 68, nand3_1 62, clkdlybuf4s50_1 57, nand4_1 56, nor2_2 52
Power is estimated from default activity; no workload was simulated.
