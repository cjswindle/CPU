==> flow/design.v <==
`timescale 1ns / 1ps
module IOController(
	input						clk,
	inout						data_in,
	inout						usb_clk,
	output					left_button,
	output					middle_button,
	output					right_button,
	output					x_overflow,
	output					y_overflow,
	output					x_sign_bit,
	output					y_sing_bit,
	output 		[7:0]		sev_seg,
	output 		[3:0]		an,
	output 		[15:0]	mouse_x,
	output 		[15:0]	mouse_y,
	output reg			 	data_ready,
	output					left_click,
	output					right_click
	);
	parameter stream_command = 8'hf4;
	parameter SEND_STREAM_COMMAND_1	= 3'b000,
				 SEND_STREAM_COMMAND_2 	= 3'b001,
				 ACK_STREAM_COMMAND		= 3'b010,
				 PACKET_1					= 3'b011,
				 PACKET_2					= 3'b100,
				 PACKET_3					= 3'b101,
				 DONE							= 3'b110;
	wire	[15:0] latched_packet;
	assign latched_packet = { current_x[7:0], current_y[7:0] };
	assign x_sign_bit 		= current_x[8];
	assign y_sing_bit 		= current_y[8];
	assign y_overflow			= current_y_overflow;
	assign x_overflow			= current_x_overflow;
	assign left_button		= current_btn[0];
	assign right_button		= current_btn[1];
	assign middle_button 	= current_btn[2];
	reg	[2:0]	current_state	= 0;
	reg	[2:0] next_state		= 0;
	reg	[8:0] current_x		= 0;
	reg	[8:0] next_x			= 0;
	reg	[8:0] current_y		= 0;
	reg	[8:0] next_y			= 0;
	reg	current_y_overflow 	= 0;
	reg	next_y_overflow		= 0;
	reg	current_x_overflow	= 0;
	reg	next_x_overflow		= 0;
	reg	[2:0]	current_btn		= 0;
	reg	[2:0]	next_btn			= 0;
	reg			write_to_mouse	= 0;
	wire			done_writing;
	wire			done_reading;
	wire	[7:0]	mouse_data;
	assign mouse_x = 			{ {8{current_x[8]}}, current_x[7:0] };
	assign mouse_y = 			{ {8{current_y[8]}}, current_y[7:0] };
	assign left_click = 		current_btn[0];
	assign right_click = 	current_btn[1];
	wire idle_status;
	ReadFromMouse _readFromMouse(.clk					(clk),
										  .data_in				(data_in),
										  .usb_clk				(usb_clk),
										  .read_from_mouse	(idle_status),
										  .done_reading		(done_reading),
										  .data_out				(mouse_data));
	WriteToMouse _writeToMouse(.clk					(clk),
										.write_to_mouse	(write_to_mouse),
										.data_to_write		(stream_command),
										.usb_clk				(usb_clk),
										.data_out			(data_in),
										.idle_status		(idle_status),
										.done_writing		(done_writing));
	always@(*) begin	
		next_state 		= current_state;
		write_to_mouse = 1'b0;
		next_x			= current_x;
		next_y			= current_y;
		next_btn			= current_btn;
		data_ready		= 1'b0;
		next_x_overflow	= current_x_overflow;
		next_y_overflow	= current_y_overflow;
		case(current_state)
			SEND_STREAM_COMMAND_1: 	begin
				write_to_mouse	= 1'b1;
				next_state		= SEND_STREAM_COMMAND_2;
			end
			SEND_STREAM_COMMAND_2: 	begin
				if (done_writing) begin
					next_state	= ACK_STREAM_COMMAND;
				end
			end
			ACK_STREAM_COMMAND:		begin
				if (done_reading) begin
					next_state	= PACKET_1;
				end
			end
			PACKET_1:	begin
				if (done_reading) begin
					next_state 	= PACKET_2;
					next_x[8]	= mouse_data[4];
					next_y[8]	= mouse_data[5];
					next_btn		= mouse_data[2:0];
					next_x_overflow = mouse_data[6];
					next_y_overflow = mouse_data[7];
				end
			end
			PACKET_2:	begin
				if (done_reading) begin
					next_state	= PACKET_3;
					next_x[7:0]	= mouse_data;
				end
			end
			PACKET_3:	begin
				if (done_reading) begin
					next_state	= DONE;
					next_y[7:0]	= mouse_data;
				end			
			end
			DONE:			begin
				next_state		= PACKET_1;
				data_ready		= 1'b1;
			end
		endcase
	end
	always@(posedge clk) begin
		current_state 	<= next_state;
		current_x		<= next_x;
		current_y		<= next_y;
		current_btn		<= next_btn;
		current_x_overflow <= next_x_overflow;
		current_y_overflow <= next_y_overflow;
	end
	SevenSeg _sevenSeg(.clk				(clk),
							 .inputNumber	(latched_packet),
							 .sev_seg		(sev_seg),
							 .an				(an));						 
endmodule
`timescale 1ns / 1ps
module ReadFromMouse(
	input				clk,
	input				data_in,
	input				usb_clk,
	input				read_from_mouse,
	output	reg	done_reading,
	output	[7:0]	data_out
	);
	parameter IDLE				= 2'b00,
				 RECIEVE_DATA	= 2'b01,
				 DONE				= 2'b10;
	reg	[1:0]	current_state 	= 0;
	reg	[1:0] next_state		= 0;
	reg	[7:0]	current_filter	= 0;
	wire	[7:0] next_filter;
	reg		current_filter_clk	= 0;
	wire		next_filter_clk;
	reg	[3:0] current_data_counter = 0;
	reg	[3:0] next_data_counter		= 0;
	reg	[10:0] current_buffer	= 0;
	reg	[10:0] next_buffer		= 0;
	wire	fall_edge;
	assign fall_edge = current_filter_clk & ~next_filter_clk;
	assign next_filter	= { usb_clk, current_filter[7:1] };
	assign next_filter_clk	= (current_filter == 8'b11111111) ? 1'b1 :
									  (current_filter == 8'b00000000) ? 1'b0 :
										current_filter_clk;
	assign data_out = current_buffer[8:1];
	always@(posedge clk) begin
		current_filter 		<= next_filter;
		current_filter_clk	<= next_filter_clk;
		current_state			<= next_state;
		current_data_counter	<= next_data_counter;
		current_buffer			<= next_buffer;
	end	
	always@(*) begin
		next_state 			= current_state;
		done_reading 		= 1'b0;
		next_data_counter	= current_data_counter;
		next_buffer			= current_buffer;
		case(current_state)
			IDLE: begin
				if (fall_edge & read_from_mouse) begin
					next_buffer 		= { data_in, current_buffer[10:1] };
               next_data_counter = 4'b1001;
               next_state 			= RECIEVE_DATA;				
				end
			end
			RECIEVE_DATA: begin
				if (fall_edge) begin
					next_buffer		= { data_in, current_buffer[10:1] };
					if (current_data_counter == 0) begin
						next_state = DONE;
					end
					else begin
						next_data_counter = current_data_counter - 1'b1;
					end
				end
			end
			DONE: begin
				next_state 		= IDLE;
				done_reading 	= 1'b1;
			end
		endcase
	end
endmodule
`timescale 1ns / 1ps
module SevenSeg(
	input 		clk,
	input 		[15:0] inputNumber,
	output reg 	[7:0] sev_seg,
	output 		[3:0] an
   );
	parameter num0	= 8'b11000000,  
				 num1 = 8'b11111001,  
				 num2 = 8'b10100100,  
				 num3 = 8'b10110000,  
				 num4 = 8'b10011001,  
				 num5 = 8'b10010010,  
				 num6 = 8'b10000010,  
				 num7 = 8'b11111000,  
				 num8 = 8'b10000000,  
				 num9 = 8'b10010000,  
				 leta = 8'b10100000,  
				 letb = 8'b10000011,  
				 letc = 8'b11000110,  
				 letd = 8'b10100001,  
				 lete = 8'b10000110,  
				 letf = 8'b10001110;  
	reg [19:0] counter;				 
	reg [1:0] anode_counter;		 
	reg [3:0] tempNumber;			 
	initial counter = 0;				 
	initial anode_counter = 0;     
	initial tempNumber = 0;        
	always@ (posedge clk) begin
		counter <= counter + 1'b1;
		if (counter == 416666) begin
			counter <= 0;
		end
		if (counter == 0) begin
			anode_counter <= anode_counter + 1'b1;
		end
	end
	assign an = (anode_counter == 0) ? 4'b1110:  
					(anode_counter == 1) ? 4'b1101:  
					(anode_counter == 2) ? 4'b1011:  
												  4'b0111;  
	always @ (*) begin
		case (anode_counter)
			0:	tempNumber = inputNumber[3:0];
			1: tempNumber = inputNumber[7:4];
			2: tempNumber = inputNumber[11:8];
			3: tempNumber = inputNumber[15:12];
		endcase
		case (tempNumber)
			0:  sev_seg = num0;
			1:  sev_seg = num1;
			2:  sev_seg = num2;
			3:  sev_seg = num3;
			4:  sev_seg = num4;
			5:  sev_seg = num5;
			6:  sev_seg = num6;
			7:  sev_seg = num7;
			8:  sev_seg = num8;
			9:  sev_seg = num9;
			10: sev_seg = leta;
			11: sev_seg = letb;
			12: sev_seg = letc;
			13: sev_seg = letd;
			14: sev_seg = lete;
			15: sev_seg = letf;
			default : sev_seg = 8'b10111111;  
		endcase
	end
endmodule
`timescale 1ns / 1ps
module WriteToMouse(
	input				clk,
	input				write_to_mouse,
	input	[7:0]		data_to_write,
	inout				usb_clk,
	inout				data_out,
	output	reg	idle_status,
	output	reg	done_writing
	);
	parameter IDLE				= 3'b000,
				 SEND_REQUEST	= 3'b001,
				 START			= 3'b010,
				 SEND_DATA		= 3'b011,
				 STOP				= 3'b100;
	reg	[2:0]	current_state	= 0;
	reg	[2:0] next_state		= 0;
	reg	[7:0] current_filter	= 0;
	wire	[7:0] next_filter;
	reg	current_filter_clk	= 0;
	wire	next_filter_clk;	
   reg 	[3:0]	current_data_counter	= 0;
	reg	[3:0] next_data_counter		= 0;
	reg	[8:0] current_data_buffer		= 0;
	reg	[8:0] next_data_buffer			= 0;
	reg 	[12:0] current_clk_counter	= 0;
	reg	[12:0] next_clk_counter		= 0;
   wire 		parity_bit;
	assign	parity_bit = ~(^data_to_write);
	wire	fall_edge;	
   reg 	current_usb_clk;
	reg 	current_data_out;
   reg 	tri_state_clk;
	reg 	tri_state_data;
	assign	usb_clk	= (tri_state_clk)  ? current_usb_clk  : 1'bz;
	assign	data_out	= (tri_state_data) ? current_data_out : 1'bz;
	assign	next_filter			= { usb_clk, current_filter[7:1] };
	assign	next_filter_clk 	= (current_filter == 8'b11111111) ? 1'b1 :
										  (current_filter == 8'b00000000) ? 1'b0 :
										  current_filter_clk;
	assign	fall_edge			= current_filter_clk & ~next_filter_clk;
	always@(*) begin
		next_state 				= current_state;
		next_clk_counter		= current_clk_counter;
		next_data_counter 	= current_data_counter;
		next_data_buffer		= current_data_buffer;
		done_writing			= 1'b0;
		current_usb_clk		= 1'b1;
		current_data_out		= 1'b1;
		tri_state_clk			= 1'b0;
		tri_state_data			= 1'b0;
		idle_status				= 1'b0;
		case(current_state)
			IDLE:	begin
				idle_status	= 1'b1;
				if (write_to_mouse) begin
					next_data_buffer		= {parity_bit, data_to_write};
					next_clk_counter		= 13'h1fff;  
               next_state				= SEND_REQUEST;
				end
			end
			SEND_REQUEST: begin
				current_usb_clk	= 1'b0;
				tri_state_clk 		= 1'b1;
				next_clk_counter	= current_clk_counter - 1'b1;
				if (current_clk_counter == 0) begin
					next_state	= START;
				end
			end
			START: begin	 
				current_data_out	= 1'b0;
				tri_state_data		= 1'b1;
				if (fall_edge) begin  
					next_data_counter = 4'h8;
					next_state 			= SEND_DATA;
				end
			end
			SEND_DATA: begin
				current_data_out	= current_data_buffer[0];
				tri_state_data		= 1'b1;
				if (fall_edge) begin
					next_data_buffer	= {1'b0, current_data_buffer[8:1]};
					if (current_data_counter == 0) begin
						next_state	= STOP;
					end
					else begin
						next_data_counter = current_data_counter - 1'b1; 
					end
				end
			end
			STOP: begin
				if (fall_edge) begin
					next_state		= IDLE;
					done_writing	= 1'b1;
				end
			end			
		endcase
	end
	always@(posedge clk) begin
		current_state 			<= next_state;
		current_clk_counter 	<= next_clk_counter;
		current_data_buffer	<= next_data_buffer;
		current_data_counter	<= next_data_counter;
		current_filter			<= next_filter;
		current_filter_clk	<= next_filter_clk;
	end
endmodule
==> flow/run.sh <==
#!/bin/bash
# OpenROAD 26Q1-2900-gdf79404cd8, Yosys 0.63+post, stock flow scripts
make -C /OpenROAD-flow-scripts/flow DESIGN_CONFIG=/design/flow/config.mk WORK_HOME=/design/flow/orfs finish
==> flow/config.mk <==
export PLATFORM = sky130hd
export DESIGN_NAME = IOController
export DESIGN_NICKNAME = IOController
export VERILOG_FILES = /design/flow/design.v
export SDC_FILE = /design/flow/constraint.sdc
export NUM_CORES = 4
export LEC_CHECK = 1
export CORE_UTILIZATION = 50
==> flow/constraint.sdc <==
current_design IOController

set clk_period 4.8
set clk_io_pct 0.2

create_clock -name clk0 -period $clk_period [get_ports {clk}]

set non_clock_inputs [all_inputs -no_clocks]
set_input_delay [expr $clk_period * $clk_io_pct] -clock clk0 $non_clock_inputs
set_output_delay [expr $clk_period * $clk_io_pct] -clock clk0 [all_outputs]
==> job_summary.md <==
### Yosys + OpenROAD results

| Metric | Value |
|---|---|
| I/O Buffers | `53` |
| H-tree Lvls | `3` |
| Max-area cell share | `0.444` |
| Gate Count Post-Synth | `415` |
| TritonCTS buffer count | `9` |
| Post-synth mux share | `0.0298` |
| Synthesis area per yosys | `4870 sq um` |
| Place WS | `1.20 ns` |
| Synthesized area per cell | `roughly 12 sq um` |
| Bufs on Longest Clock Path | `2` |
| Synth top cells by count | `edfxtp_1, inv_1, nand2_1` |
| # IOs | `57` |
| Synth Seq Share | `0.568` |
| Asr flop ratio synth | `0` |
| Die X | `~100 microns` |
| HPWL after DPL | `between 5000 and 6000 microns` |
| Most frequent cell after synthesis | `edfxtp_1` |
| Synthesis Warnings | `6` |
| Hold_buf cts | `0` |
| Initial Util | `0.522` |
| # rows | `35` |
| Root Buffer | `clkbuf_8` |
| Die height | `101 microns` |
| Xor/xnor share | `0.0504` |
| Post-CTS sizing | `0` |
| Error | `[error] [KeplerFormal.cpp:679] Workflow failed: Iso has multiple drivers: .usb_clk0, _352_.Y0` |
| Outcome | `did not finish` |
| EDFF count, synth | `72` |
| Distinct lib cells used | `51` |
| AND-OR/OR-AND Cells, Area Fraction | `0.0537` |
| Largest logic family | `simple AND/OR/NAND/NOR gates` |
| Post-synth top area cell | `edfxtp_1` |
| Postcts setup bufs | `0` |
| Synth Area in Simple Gates | `0.166` |
| Mapped Area | `4870 sq um` |
| Ys flops | `102` |
| Adder share | `0.0668` |
| Largest cells by area | `edfxtp_1, dfxtp_1, ha_1` |
| Most common flop cell mapped by yosys | `edfxtp_1` |
| Dpl cell area | `5400 sq um` |
| Failed at | `4_1_cts` |
| Total clock sinks | `102` |
| Number of cells in Yosys stat | `415` |
| Gpl congestion | `0.837` |
through the flow:
| step | std cells | util |
|---|---|---|
| after global placement | 573 | 0.579 |
| after floorplan | 415 | - |
| after detailed placement | 573 | 0.579 |
logic make-up after synthesis:
group / count (synthesis)
and+or+nand+nor: 146
DFF: 102
buffers and inverters: 61
AOI/OAI and AO/OA: 37
xor gates and xnor gates: 28
adders and majority gates: 26
muxes: 14
other: 1
