### flow/constraint.sdc
current_design VGAPixelGenerator

set clk_period 3.2
set clk_io_pct 0.2

create_clock -name clk0 -period $clk_period [get_ports {clk}]

set non_clock_inputs [all_inputs -no_clocks]
set_input_delay [expr $clk_period * $clk_io_pct] -clock clk0 $non_clock_inputs
set_output_delay [expr $clk_period * $clk_io_pct] -clock clk0 [all_outputs]
### flow/run.sh
#!/bin/bash
# OpenROAD 26Q1-2900-gdf79404cd8, Yosys 0.63+post, stock flow scripts
make -C /OpenROAD-flow-scripts/flow DESIGN_CONFIG=/design/flow/config.mk WORK_HOME=/design/flow/orfs finish
### flow/config.mk
export PLATFORM = sky130hd
export DESIGN_NAME = VGAPixelGenerator
export DESIGN_NICKNAME = VGAPixelGenerator
export VERILOG_FILES = /design/flow/design.v
export SDC_FILE = /design/flow/constraint.sdc
export NUM_CORES = 4
export LEC_CHECK = 1
export CORE_UTILIZATION = 50
### flow/design.v
`timescale 1ns / 1ps
 module VGAPixelGenerator(
	input clk,
	input [1:0] mode,
	input req,
	input [8:0] row,
	input [9:0] column,
	input [15:0] RAMdata,
	output reg [7:0] VGAdata,
	output reg [23:0] RAMaddress
    );
	reg [8:0] latchedRow;
	reg [9:0] latchedColumn;
	reg [30:0] randomNumber;
	initial randomNumber = 30'd3;
	reg [1:0] Glyphstate;
	reg [13:0] TextAddress;
	reg [7:0] GlyphData;
	reg PixelData;
	initial RAMaddress = 14'h0000;
	initial GlyphData = 8'h00;
	initial PixelData = 1'b0;
	always@(*) begin
		if(!latchedRow[0]) begin
			GlyphData = RAMdata[15:8];
		end
		else begin
			GlyphData = RAMdata[7:0];
		end
		PixelData = GlyphData[latchedColumn[2:0]];
		case(Glyphstate)
			0	:	RAMaddress = {12'b0, ({1'b0,{latchedRow[8:3],latchedColumn[9:3]}})};
			1	:	RAMaddress = {12'b0, (14'h2000 + {TextAddress[7:0], latchedRow[2:1]})};
			2	:	RAMaddress = {12'b0, (14'h2000 + {TextAddress[7:0], latchedRow[2:1]})};
			3	:	RAMaddress = {12'b0, (14'h2000 + {TextAddress[7:0], latchedRow[2:1]})};
		endcase
	end
	always@(posedge clk) begin
		Glyphstate <= Glyphstate + 1'b1;
		TextAddress <= 14'h0000;
		if(Glyphstate ==1) begin
			TextAddress <= RAMdata[13:0];
		end
		randomNumber <= {randomNumber[28:0], randomNumber[30]^randomNumber[28], randomNumber[29]^randomNumber[26]};
		if(req) begin
			Glyphstate <= 2'b00;
			latchedRow <= row;
			latchedColumn <= column;
			case(mode)
				0	: 	VGAdata <= {2'b01, {3{latchedColumn[5]^latchedRow[5]}}, 3'b110};
				1	:	VGAdata <= randomNumber[7:0];
				2	:	begin
							if(PixelData)begin
								VGAdata <= 8'b11111111;
							end
							else begin
								VGAdata <= 8'd0;
							end
						end
				3	:	VGAdata <= {2'b11, {3{latchedColumn[5]^latchedRow[5]}}, 3'b10} & (randomNumber[7:0]);
			endcase
		end
	end
endmodule
==> impl_metrics.py <==
# Generated from Yosys and OpenROAD reports
metrics = {
    "layout": {
        "final_layout_size_suffix_gt1_share_pct": 14.3,
        "nFillCells": 277,
        "synthToLayoutAreaGrowth_pct": 35.5,
        "design_area_um2": 3070,
    },
    "final_timing": {
        "fin_crit_ps": 2710,
        "finalSetupTns_ps": 0,
        "timing_hold_violations_final": 0,
        "relSlewSlack_pct": 60.7,
        "fmax_ghz": 0.369,
        "skew_ps": 8.18,
        "setup_viol": 0,
        "slew_violations": 0,
        "worstMarginPinSlew_ps": 589,
        "fin_crit_sh_pct": 84.7,
        "rsz0062_at_grt": "false",
        "whs_ps": 324,
    },
    "floorplanning": {
        "initial_utilization_pct": 52.0,
        "core_area_um2": 4350,
        "die_area_um2": 4800,
        "rows": 24,
        "die_height_um": 69.3,
        "die_w_um": 69.3,
        "ios": 71,
    },
    "power_and_ir_drop": {
        "p_seq_share_pct": 53.8,
        "p_int_mw": 1.40,
        "power.density_nw_per_um2": 580,
        "switching_share_pct": 21.4,
        "leakagePower_nw": 1.20,
        "p_sw_uw": 380,
        "comb_power_share_pct": 10.5,
        "vdd_drop_max_mv": 0.386,
        "clock_power_share_pct": 35.7,
    },
    "grt": {
        "antenna_found_initial": 0,
        "grt_pass1_wl_um": 6200,
        "grt_start_max_net_pins": 30,
        "grt_use_total_pct": 18.0,
        "grt_pass1_vias": 1268,
        "overflow": 0,
    },
    "critical_path": {
        "critPathRequiredTime_ps": 2560,
        "cp-end-kind": "primary output",
        "critPathKind": "reg -> out",
        "path_max_fanout": 14,
        "arrival_ps": 2070,
        "worstSetupStartpointType": "flop",
    },
    "cts": {
        "cts_inserted_buffers": 9,
        "cts_setup_buffers": 0,
        "cts_max_path_buffers": 2,
        "holdBufCountCts": 0,
        "clk_pin_slew_ps": 70,
        "h-tree-depth": 3,
        "cts.sink_count": 68,
        "clkLatencyLatePin_ps": 330,
        "cts_tree": "built",
        "post_cts_resize_count": 0,
        "cts_root_buffer": "clkbuf_8",
    },
    "hold_path": {
        "hold_class": "reg -> reg",
    },
    "route": {
        "wl_um": 3730,
        "diodes": 0,
        "drtAntennaViolNets": 0,
        "routedWlPerCell_um": 13.6,
        "vias_per_cell": 4.73,
        "drtIter0Drc": 73,
        "drc": 0,
        "drt-pass1-iter-count": 4,
        "route.vias.total": 1300,
    },
    "placed_design": {
        "dp_hpwl_um": 2480,
        "place_congestion": 0.818,
        "placed_cell_area_um2": 2880,
        "portBuffers": 60,
    },
    "synthesis": {
        "synth_stat.cells": 150,
        "synth.distinct_cells": 30,
        "synthCells": 150,
        "ys_seq_share_pct": 72.1,
        "yosysWarningCount": 1,
        "ys_ff": 68,
        "yosysChipArea_um2": 2260,
        "synth_area_per_cell_um2": 15.1,
        "syn_area_um2": 2260,
    },
    "run_status": {
        "run_status": "completed",
    },
    "job": {
        "warnings": 27,
        "drv_cap": 0,
    },
}
## final timing paths
path | slack (ps) | start | end | cells past startpoint
worst max-delay path | 490 | Glyphstate[0]$_SDFF_PP0_ | RAMaddress[1] | 4
worst min-delay path | 320 | randomNumber[24]$_DFF_P_ | randomNumber[26]$_DFF_P_ | 0
worst max register to register | 1270 | latchedColumn[1]$_DFFE_PP_ | VGAdata[2]$_DFFE_PP_ | 5
worst min register to register | 320 | randomNumber[24]$_DFF_P_ | randomNumber[26]$_DFF_P_ | 0
## registers in the layout (all words and copies together), names as in the netlist
signal and cells:
randomNumber 31, latchedColumn 10, latchedRow 9, TextAddress 8
VGAdata 8, Glyphstate 2
## kinds of logic after synthesis
group | Yosys count | synth area share, %
other | 1 | 0.166
adders and majority gates | 2 | 1.11
and+or+nand+nor | 32 | 8.57
xor gates and xnor gates | 3 | 1.16
AOI/OAI and AO/OA | 9 | 3.10
DFF | 68 | 72.1
muxes | 16 | 8.91
buffers and inverters | 19 | 4.87
## cells in the final DEF (no fill, tap or decap), drive strengths merged
cell type,n
a211oi,1
a21oi,3
a22oi,1
a41oi,1
and2,11
buf,1
clkbuf,11
clkdlybuf4s50,60
clkinv,2
conb,10
dfxtp,41
edfxtp,27
ha,2
inv,9
mux2,10
mux2i,4
mux4,2
nand2,3
nand2b,2
nand3,1
nand3b,3
nor2,2
nor2b,5
nor3,3
o21ai,2
o21ba,1
or2,2
xor2,3
## critical path, stage by stage, from the launching register on
cell,delay [ps]
dfxtp_1,330
inv_1,60
ha_1,530
mux2_2,400
clkdlybuf4s50_1,410
## layout make-up
class	instances	area, µm²	share of cell area, %
Clock buffer	11	151	4.94
Clock inverter	5	32.5	1.06
Timing Repair Buffer	61	608	19.8
Sequential cell	68	1630	53.2
Tap cell	52	65.1	2.12
Inverter	6	22.5	0.735
Multi-Input combinational cell	72	554	18.1
## power groups by stage
stage / clock network (mW) / logic, mW / registers (mW)
CTS: 0.659 / 0.190 / 0.956
finish: 0.635 / 0.187 / 0.956
global route: 0.698 / 0.204 / 0.959
## cell usage after synthesis
cell type | count | area [µm²]
a211oi_2 | 1 | 12.5
a21oi_1 | 3 | 15.0
a22oi_1 | 1 | 7.51
a41oi_1 | 1 | 8.76
and2_1 | 11 | 68.8
buf_2 | 1 | 5.00
buf_4 | 10 | 75.1
clkbuf_1 | 2 | 7.51
conb_1 | 1 | 3.75
dfxtp_1 | 41 | 821
edfxtp_1 | 27 | 811
ha_1 | 2 | 25.0
inv_1 | 6 | 22.5
mux2_2 | 10 | 113
mux2i_1 | 4 | 40.0
mux4_1 | 1 | 26.3
mux4_2 | 1 | 22.5
nand2_1 | 3 | 11.3
nand2b_1 | 2 | 12.5
nand3_1 | 1 | 5.00
nand3b_1 | 3 | 22.5
nor2_1 | 2 | 7.51
nor2b_1 | 4 | 25.0
nor2b_4 | 1 | 13.8
nor3_1 | 3 | 15.0
o21ai_1 | 2 | 10.0
o21ba_4 | 1 | 16.3
or2_1 | 1 | 6.26
or2_2 | 1 | 6.26
xor2_1 | 3 | 26.3
## layer usage
layer | GRT usage [%] | vias to the layer above | wire length [µm]
li1 | - | 631 | -
met1 | 30.9 | 605 | 1770
met2 | 24.2 | 58 | 1590
met3 | 7.23 | 6 | 321
met4 | 2.72 | 0 | 49
met5 | 0 | - | 0
## stage by stage
stage          worst slack, ps  utilization, %  std cells  power [mW]
3_5_place_dp               771            66.2        259        1.16
4_1_cts                    424            70.4        275        1.80
5_1_grt                    325            70.4        275        1.86
6_report                   490            70.4        275        1.78
3_3_place_gp               784            66.2        259        1.16
2_1_floorplan             1280               -        159        1.05
No activity file was given, so power comes from the tool's default toggle rates.
